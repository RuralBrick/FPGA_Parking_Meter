<file path="config.mk">
export PLATFORM = sky130hd
export DESIGN_NAME = parking_meter
export DESIGN_NICKNAME = parking_meter
export VERILOG_FILES = /design/flow/design.v
export SDC_FILE = /design/flow/constraint.sdc
export NUM_CORES = 4
export LEC_CHECK = 1
export CORE_UTILIZATION = 50
</file>
<file path="constraint.sdc">
current_design parking_meter

set clk_period 1.8
set clk_io_pct 0.2

create_clock -name clk0 -period $clk_period [get_ports {clk}]

set non_clock_inputs [all_inputs -no_clocks]
set_input_delay [expr $clk_period * $clk_io_pct] -clock clk0 $non_clock_inputs
set_output_delay [expr $clk_period * $clk_io_pct] -clock clk0 [all_outputs]
</file>
<file path="design.v">
`timescale 1ns / 1ps
module clocks(
    input clk,
    input rst,
    output reg clk_1Hz,
	output reg clk_fast,
    output reg clk_blink
    );
	reg [31:0] count_1Hz = 0;
	reg [31:0] count_fast = 0;
	reg [31:0] count_blink = 0;
	always @(posedge rst or posedge clk) begin
		if (rst) begin
			count_1Hz <= 0;
			count_fast <= 0;
			count_blink <= 0;
			clk_1Hz <= 0;
			clk_fast <= 0;
			clk_blink <= 0;
		end
		else begin
			if (count_1Hz >= 50000000) begin
				count_1Hz <= 0;
				clk_1Hz <= ~clk_1Hz;
			end
			else
				count_1Hz <= count_1Hz + 1;
			if (count_fast >= 20000) begin
				count_fast <= 0;
				clk_fast <= ~clk_fast;
			end
			else
				count_fast <= count_fast + 1;
			if (count_blink >= 30000000) begin
				count_blink <= 0;
				clk_blink <= ~clk_blink;
			end
			else
				count_blink <= count_blink + 1;
		end
	end
endmodule
module cost_convert(
 input [7:0] sw, 
 input [11:0] sec_count,
 output [13:0] cst
);
 reg [13:0] cost = 0;
 assign cst = cost;
 wire [2:0] location;
 assign location = sw[7:5];
 wire [4:0] hour;
 assign hour = sw[4:0];
 reg [11:0] min_count;
 always @* begin
  if(sec_count % 60 != 0)
     min_count = sec_count / 60 + 1;
  else
     min_count = sec_count / 60;
   if (location == 'b000) begin
   if (hour >= 'b00000 && hour < 'b01000) begin
      cost = min_count * 1;
   end else if (hour >= 'b01000 && hour < 'b01101) begin
      cost = min_count * 2;
   end else if (hour >= 'b01101 && hour < 'b10010) begin
      cost = min_count * 2;
   end else if (hour >= 'b10010 && hour < 'b11000) begin
      cost = min_count * 1;
   end
   end else if (location == 'b001) begin
   if (hour >= 'b00000 && hour < 'b01000) begin
      cost = min_count * 2;
   end else if (hour >= 'b01000 && hour < 'b01101) begin
      cost = min_count * 3;
   end else if (hour >= 'b01101 && hour < 'b10010) begin
      cost = min_count * 3;
   end else if (hour >= 'b10010 && hour < 'b11000) begin
      cost = min_count * 2;
   end
   end else if (location == 'b010) begin
   if (hour >= 'b00000 && hour < 'b01000) begin
      cost = min_count * 3;
   end else if (hour >= 'b01000 && hour < 'b01101) begin
      cost = min_count * 4;
   end else if (hour >= 'b01101 && hour < 'b10010) begin
      cost = min_count * 4;
   end else if (hour >= 'b10010 && hour < 'b11000) begin
      cost = min_count * 3;
   end
   end else if (location == 'b011) begin
   if (hour >= 'b00000 && hour < 'b01000) begin
      cost = min_count * 4;
   end else if (hour >= 'b01000 && hour < 'b01101) begin
      cost = min_count * 5;
   end else if (hour >= 'b01101 && hour < 'b10010) begin
      cost = min_count * 5;
   end else if (hour >= 'b10010 && hour < 'b11000) begin
      cost = min_count * 4;
   end
   end else if (location == 'b100) begin
   if (hour >= 'b00000 && hour < 'b01000) begin
      cost = min_count * 5;
   end else if (hour >= 'b01000 && hour < 'b01101) begin
      cost = min_count * 6;
   end else if (hour >= 'b01101 && hour < 'b10010) begin
      cost = min_count * 6;
   end else if (hour >= 'b10010 && hour < 'b11000) begin
      cost = min_count * 5;
   end
   end else if (location == 'b101) begin
   if (hour >= 'b00000 && hour < 'b01000) begin
      cost = min_count * 6;
   end else if (hour >= 'b01000 && hour < 'b01101) begin
      cost = min_count * 7;
   end else if (hour >= 'b01101 && hour < 'b10010) begin
      cost = min_count * 7;
   end else if (hour >= 'b10010 && hour < 'b11000) begin
      cost = min_count * 6;
   end
   end else if (location == 'b110) begin
   if (hour >= 'b00000 && hour < 'b01000) begin
      cost = min_count * 7;
   end else if (hour >= 'b01000 && hour < 'b01101) begin
      cost = min_count * 8;
   end else if (hour >= 'b01101 && hour < 'b10010) begin
      cost = min_count * 8;
   end else if (hour >= 'b10010 && hour < 'b11000) begin
      cost = min_count * 7;
   end
   end else if (location == 'b111) begin
   if (hour >= 'b00000 && hour < 'b01000) begin
      cost = min_count * 8;
   end else if (hour >= 'b01000 && hour < 'b01101) begin
      cost = min_count * 9;
   end else if (hour >= 'b01101 && hour < 'b10010) begin
      cost = min_count * 9;
   end else if (hour >= 'b10010 && hour < 'b11000) begin
      cost = min_count * 8;
   end
   end
 end
endmodule
`timescale 1ns / 1ps
module cost_display(
    input [13:0] cost,
    output [3:0] dol_tens,
    output [3:0] dol_ones,
    output [3:0] cent_tens,
    output [3:0] cent_ones
    );
	assign dol_tens = (cost / 1000) % 10;
	assign dol_ones = (cost / 100) % 10;
	assign cent_tens = (cost / 10) % 10;
	assign cent_ones = cost % 10;
endmodule
`timescale 1ns / 1ps
module debouncer(
    input clk,
    input btn,
    output reg state
    );
	reg [15:0] count;
    always @(posedge clk) begin
        if (btn == 0) begin
            state <= 0;
            count <= 0;
        end
        else begin
            if (count == 'hFFFF) begin
                state <= 1;
                count <= 0;
            end
            else
                count <= count + 1;
        end
    end
endmodule
`timescale 1ns / 1ps
module display_control(
    input clk_fast,
    input clk_blink,
    input parked,
    input [3:0] digit3,
    input [3:0] digit2,
    input [3:0] digit1,
    input [3:0] digit0,
    output reg [7:0] seg,
    output reg [3:0] an
    );
	reg [1:0] digit = 0;
	reg [3:0] value = 0;
	always @(posedge clk_fast) begin
		case (digit)
			0: value <= digit0;
			1: value <= digit1;
			2: value <= digit2;
			3: value <= digit3;
		endcase
		case (value)
			0: seg <= 'b11000000;
			1: seg <= 'b11111001;
			2: seg <= 'b10100100;
			3: seg <= 'b10110000;
			4: seg <= 'b10011001;
			5: seg <= 'b10010010;
			6: seg <= 'b10000010;
			7: seg <= 'b11111000;
			8: seg <= 'b10000000;
			9: seg <= 'b10010000;
		endcase
		if (parked) begin
			if (clk_blink)
				seg <= 'b11111111;
			else if (digit == 3)
				seg[7] <= 0;
		end
		case (digit)
			0: an <= 'b0111;
			1: an <= 'b1110;
			2: an <= 'b1101;
			3: an <= 'b1011;
		endcase
		digit <= digit + 1;
	end
endmodule
module joy_control(
	input CLK,
	input sndRec,
	input BUSY,
	input [7:0] RxData,
    output SS,
	output reg getByte,
	output reg [39:0] DOUT
);
reg SS = 1;
reg [2:0] pState = 0;
reg [2:0] byteCnt = 0;
reg [39:0] tmpSR = 0;
always @(negedge CLK)
begin	
	case(pState)
		0 : begin
            SS <= 1;
			getByte <= 0;
			tmpSR <= 0;
			byteCnt <= 0;
			pState <= sndRec ? 1 : 0;						
		end
		1 : begin
            SS <= 0;
			getByte <= 1;
			if(BUSY)
			begin
				pState <= 2;
				byteCnt <= byteCnt + 1;
			end
			else
				pState <= 1;
		end
		2 : begin
            SS <= 0;
			getByte <= 0;
			pState <= BUSY ? 2 : 3;
		end
		3 : begin
            SS <= 0;
			getByte <= 0;
			tmpSR <= {tmpSR[31:0], RxData};
			pState <= byteCnt == 5 ? 4 : 1;
		end
		4 : begin
            SS <= 1;
			getByte <= 0;
			DOUT[39:0] <= tmpSR[39:0];
			pState <= sndRec ? 4 : 0;
		end
	endcase
end
endmodule
module joy(
	input CLK,  
	input sndRec,
	input MISO,
	output SS,
 output SCLK,
	output [39:0] DOUT
);
wire getByte;
wire [7:0] RxData;
wire BUSY;
reg clk_joy;  
reg [31:0] counter_joy = 0;
always @(posedge CLK)
begin
	counter_joy <= (counter_joy == 750) ? 0 : counter_joy + 1;
	if (counter_joy == 0)
		clk_joy <= ~clk_joy;    
end
joy_control jc(
	.CLK(clk_joy),
	.sndRec(sndRec),
	.BUSY(BUSY),
	.RxData(RxData),
    .SS(SS),
	.getByte(getByte),
	.DOUT(DOUT)
);
joy_interface ji(
	.CLK(clk_joy),
	.sndRec(getByte),
	.MISO(MISO),
    .SCLK(SCLK),
	.BUSY(BUSY),
	.DOUT(RxData)
);
endmodule
module joy_interface(
	input CLK,  
	input sndRec,
	input MISO,
    output SCLK,
	output reg BUSY,
	output [7:0] DOUT
);
reg [4:0] bitCount;
reg [7:0] rSR = 0;
reg [7:0] wSR = 0;
reg [1:0] pState = 0;
reg CE = 0;
assign SCLK = (CE == 1'b1) ? CLK : 1'b0;
assign DOUT = rSR;
always @(posedge CLK)
begin
	if (pState == 2 && CE)
		rSR <= {rSR[6:0], MISO};
end
always @(negedge CLK)
begin
	case (pState)		
		0 : begin
			CE <= 0;
			BUSY <= 0;
			bitCount <= 0;
			pState <= sndRec ? 1 : 0;
		end
		1 : begin
			BUSY <= 1;
			bitCount <= 0;
			CE <= 0;
			pState <= 2;
		end
		2 : begin
			BUSY <= 1;
			bitCount <= bitCount + 1;
			CE <= (bitCount < 8);
			pState <= bitCount == 8 ? 3 : 2;
		end
		3 : begin
			CE <= 0;
			BUSY <= 1;
			bitCount <= 0;
			pState <= 0;
		end
	endcase
end
endmodule
`timescale 1ns / 1ps
module parking_meter(
    input clk,
    input [7:0] sw,
    input btn_reset,
	 input MISO,
    output SS,
	 output SCLK,
	 output MOSI,
    output [7:0] seg,
    output [3:0] an
    );
	wire rst;
	debouncer debouncer1(.clk(clk), .btn(btn_reset), .state(rst));
	wire parked;
	sensor sensor1(.clk(clk), .MISO(MISO), .SS(SS), .SCLK(SCLK), .MOSI(MOSI), .parked(parked));
	wire clk_1Hz;
	wire clk_fast;
	wire clk_blink;
	clocks clocks1(
		.clk(clk),
		.rst(rst),
		.clk_1Hz(clk_1Hz),
		.clk_fast(clk_fast),
		.clk_blink(clk_blink)
	);
	wire [11:0] sec_count;
	second_counter second_counter1(
		.clk_1Hz(clk_1Hz),
		.rst(rst),
		.parked(parked),
		.sec_count(sec_count)
	);
	wire [13:0] cost;
	cost_convert cost_convert1(.sw(sw), .sec_count(sec_count), .cst(cost));
	wire [3:0] min_tens;
	wire [3:0] min_ones;
	wire [3:0] sec_tens;
	wire [3:0] sec_ones;
	time_display time_display1(
		.sec_count(sec_count),
		.min_tens(min_tens),
		.min_ones(min_ones),
		.sec_tens(sec_tens),
		.sec_ones(sec_ones)
	);
	wire [3:0] dol_tens;
	wire [3:0] dol_ones;
	wire [3:0] cent_tens;
	wire [3:0] cent_ones;
	cost_display cost_display1(
		.cost(cost),
		.dol_tens(dol_tens),
		.dol_ones(dol_ones),
		.cent_tens(cent_tens),
		.cent_ones(cent_ones)
	);
	reg [3:0] digit3;
	reg [3:0] digit2;
	reg [3:0] digit1;
	reg [3:0] digit0;
	always @* begin
		if (parked) begin
			digit3 = dol_tens;
			digit2 = dol_ones;
			digit1 = cent_tens;
			digit0 = cent_ones;
		end
		else begin
			digit3 = min_tens;
			digit2 = min_ones;
			digit1 = sec_tens;
			digit0 = sec_ones;
		end	
	end
	display_control display_control1(
		.clk_fast(clk_fast),
		.clk_blink(clk_blink),
		.parked(parked),
		.digit3(digit3),
		.digit2(digit2),
		.digit1(digit1),
		.digit0(digit0),
		.seg(seg),
		.an(an)
	);
endmodule
`timescale 1ns / 1ps
module second_counter(
    input clk_1Hz,
    input rst,
    input parked,
    output reg [11:0] sec_count
    );
	always @(posedge rst or posedge clk_1Hz) begin
		if (rst)
			sec_count <= 0;
		else if (!parked)
			if (sec_count > 3599)
				sec_count <= 0;
			else
				sec_count <= sec_count + 1;
	end
endmodule
`timescale 1ns / 1ps
module sensor(
    input MISO,
    input clk,
	 output SS,
	 output SCLK,
	 output MOSI,
    output parked
    );
    assign MOSI = 0;
	 reg [31:0] counter_cursor = 0;
     reg clk_cursor = 0;  
     always @(posedge clk)
     begin
        counter_cursor <= (counter_cursor == 1666666) ? 0 : counter_cursor + 1;
        if (counter_cursor == 0)
            clk_cursor <= ~clk_cursor;    
     end
	wire [39:0] jstkData;
	joy joy(
		.CLK(clk),
		.sndRec(clk_cursor),
		.MISO(MISO),
		.SS(SS),
		.SCLK(SCLK),
		.DOUT(jstkData)
	);
    assign parked = jstkData[39];
endmodule
`timescale 1ns / 1ps
module time_display(
    input [11:0] sec_count,
    output [3:0] min_tens,
    output [3:0] min_ones,
    output [3:0] sec_tens,
    output [3:0] sec_ones
    );
	assign min_tens = (sec_count / 600) % 10;
	assign min_ones = (sec_count / 60) % 10;
	assign sec_tens = ((sec_count % 60) / 10) % 10;
	assign sec_ones = sec_count % 10;
endmodule
</file>
<file path="run.sh">
#!/bin/bash
# OpenROAD 26Q1-2900-gdf79404cd8, Yosys 0.63+post, stock flow scripts
make -C /OpenROAD-flow-scripts/flow DESIGN_CONFIG=/design/flow/config.mk WORK_HOME=/design/flow/orfs finish
</file>
==> results.json <==
{
  "ioPinCount": 26,
  "unclocked_pins": 73,
  "cp-start-kind": "flop",
  "critPathCaptureType": "flop",
  "fp_util_pct": 50.8,
  "viasPerCell": 5.83,
  "reg2reg_depth": 9,
  "critPathMaxStageDelay_ps": 320,
  "p_leak_uw": 0.00908,
  "finalHoldViolations": 0,
  "dieArea_um2": 41300,
  "logic_family": "simple AND/OR/NAND/NOR gates",
  "edf_count": 24,
  "numSynthFlops": 255,
  "port-buffer-count": 23,
  "ir_drop_mv": 1.24,
  "crit_fanout": 4,
  "grt_pass1_wl_mm": 82.3,
  "cp.arrival_ps": 2310,
  "postCtsHoldBufs": 0,
  "fin_worst_skew_ps": 6.39,
  "clock.fmax_mhz": 503,
  "power_per_cell_area_nw_per_um2": 415,
  "violations": "setup timing",
  "drv_slew": 0,
  "die-height_um": 203,
  "hold_path_class": "reg2async",
  "fin_cells": 3120,
  "root_buffer": "clkbuf_16",
  "crit_chain": "and4_1, and3_4, and4_4, and4_4, and4_4, nand3_4, nor3_4, nand3_1, xnor2_1",
  "async_reset_ff_share_pct": 43.5,
  "grt_max_degree": 112,
  "synth_warnings": 10,
  "fin_crit_sh_pct": 111,
  "reg2reg_from": "sensor1.joy.counter_joy[9]",
  "r2r-end": "sensor1.joy.counter_joy[30]",
  "slew_headroom_pct": 38.6,
  "flop_cell": "dfrtp_1",
  "mux_area_share_pct": 2.67,
  "grtUsageTotal_pct": 24.6,
  "synth_dominant_cell_count": "nor2_1",
  "cts_max_path_buffers": 2,
  "antenna_found_initial": 0,
  "cp_top_family": "simple AND/OR/NAND/NOR gates",
  "final.min_clock_period_ps": 1990,
  "outcome": "finished with violations",
  "yosysTopAreaCellShare_pct": 13.7,
  "grt_pass1_vias": 16300,
  "dp_cells": 3077,
  "core_area_um2": 39800,
  "ant_nets": 0,
  "synth_cell_types": 124,
  "avgSynthCellArea_um2": 8.06,
  "clock_latency_ps": 430,
  "htreeDepth": 4,
  "cap_violations": 0,
  "drc_errors": 0,
  "area_leaders": "dfrtp_1 14%, dfxtp_1 11%, ha_1 6.7%, xnor2_1 5.1%, nor2_1 5.0%",
  "synthAoiAreaFrac_pct": 21.7,
  "drt_wl_total_mm": 49.6,
  "die_w_um": 203,
  "synth_cells": 2511,
  "numCtsBuffers": 17,
  "warnings": 57,
  "rsz0062_at_grt": "true",
  "drive_gt1_share_pct": 13.6,
  "yosys_cells": 2511,
  "path_class": "reg2reg",
  "wl_per_cell_um": 15.9,
  "fin_ws_ps": -189,
  "cp.required_ps": 2120,
  "cts_tree": "done",
  "drt-initial-drc-count": 1243,
  "setup_violations": 36,
  "top_area_cell": "dfrtp_1",
  "dr.pass1.iters": 5,
  "num_vias": 18200,
  "dp_hpwl_mm": 36.6,
  "fp-row-count": 73,
  "fin_util_pct": 57.7,
  "critPathSlowestCell": "dfxtp_2",
  "synth_chip_area_um2": 20200,
  "overflow": 0,
  "cpMostUsedCell": "and4_4",
  "critPathBufInv": 0,
  "common_cells": "271 x nor2_1, 245 x nand2_1, 133 x a21oi_1, 119 x o21ai_0",
  "worstMarginPinSlew_ps": 913,
  "place_congestion": 0.930,
  "untimed_endpoints": 108,
  "ff2ff_setup_slack_ps": -190,
  "adder_share_pct": 8.07,
  "insertedDiodeCount": 0,
  "syn-cell-area_um2": 20200,
  "ys_sh_xor_pct": 9.13,
  "path_clk_slew_ps": 70,
  "syn2layout_area_growth_pct": 13.5,
  "ys_sh_simple_pct": 25.2
}
-- placed cells by master (no fill, tap or decap), drive strengths merged, types with 26 or more instances in the layout --
| master | n |
|---|---|
| nor3 | 64 |
| a21oi | 139 |
| a211oi | 36 |
| buf | 109 |
| xor2 | 93 |
| nand2b | 27 |
| a21o | 28 |
| nor4 | 34 |
| dfrtp | 111 |
| dfxtp | 108 |
| xnor2 | 118 |
| or3 | 32 |
| o21ai | 134 |
| nand3 | 118 |
| and3 | 44 |
| nand4 | 30 |
| conb | 32 |
| inv | 113 |
| nand2 | 246 |
| mux2i | 37 |
| and2 | 49 |
| o31ai | 26 |
| ha | 109 |
| nor2 | 272 |
-- timing repair --
action / in CTS / in global routing
endpoints found under the setup margin: 81 / 105
buffers inserted: 2 / 6
pin swaps: 12 / 73
resized: 27 / 128
gates cloned: 1 / 2
-- stage by stage --
step                      hold WS [ps]  TNS (ps)  total power (uW)  worst slack, ps  instance area [um2]
after global placement             427     -2920              5910             -239                21700
after CTS                          433     -1150              9640             -197                22400
final                              364     -2330              9530             -189                23000
after global routing               474     -8740             10000             -303                23000
after detailed placement           429     -5170              5920             -252                21700
after floorplan                    426     -2980              5590             -585                20500
-- report_power, final --
| part | internal [uW] | switching, uW |
|---|---|---|
| logic | 629 | 863 |
| clock network | 1980 | 1700 |
| registers | 4270 | 91.5 |
| total | 6880 | 2650 |
-- area by class of cell --
type | count | area, um2
clock inverters | 15 | 163
clock buffers | 17 | 425
well taps | 525 | 657
repair buffers | 133 | 1150
fillers | 3452 | 16900
multi-input cells | 2069 | 14300
inverters | 106 | 402
flip-flops and latches | 255 | 5850
-- sequential cells by signal (all words and copies together), names as in the netlist, 2 cells and up --
register and cells:
clocks1.count_1Hz 32, display_control1.digit 2, sensor1.joy.jc.tmpSR 5, sensor1.joy.counter_joy 32
display_control1.value 4, display_control1.an 4, clocks1.count_fast 32, sensor1.joy.ji.rSR 8
cost_convert1.cost 12, debouncer1.count 16, sensor1.joy.jc.pState 3, sensor1.joy.jc.byteCnt 3
sensor1.joy.ji.pState 2, clocks1.count_blink 32, sensor1.counter_cursor 32, display_control1.seg 8
sensor1.joy.ji.bitCount 5, second_counter1.sec_count 12
-- metal layers --
layer	GRT usage, %	up-vias	wire [um]
li1	-	9250	-
met1	41.0	8469	24800
met2	36.7	433	21900
met3	1.98	38	2270
met4	2.90	0	591
met5	0	-	0
-- worst reg2reg max path, delay by kind of cell, from the launching register on --
kind,cells,cell delay [ps]
and+or+nand+nor,8,1410
DFF,1,320
xor gates and xnor gates,1,140
-- kinds of logic after synthesis --
group | Yosys count
buf+inv | 218
latches | 12
fa+ha+maj | 125
xor+xnor | 211
mux | 51
simple gates | 1025
other cells | 1
flops | 243
compound gates | 625
-- how the worst max path moves through the flow --
| stage | start | to | slack [ps] | depth (start not counted) |
|---|---|---|---|---|
| 4_1_cts | sensor1.joy.counter_joy[9] | sensor1.joy.counter_joy[30] | -200 | 9 |
| 5_1_grt | sensor1.joy.counter_joy[10] | sensor1.joy.counter_joy[30] | -300 | 9 |
| 6_report | sensor1.joy.counter_joy[9] | sensor1.joy.counter_joy[30] | -190 | 9 |
No activity file was given, so power comes from the tool's default toggle rates.
